**design/flow/constraint.sdc**
```tcl
current_design fixed_point_divider

set clk_period 7.4
set clk_io_pct 0.2

create_clock -name clk0 -period $clk_period [get_ports {clk}]

set non_clock_inputs [all_inputs -no_clocks]
set_input_delay [expr $clk_period * $clk_io_pct] -clock clk0 $non_clock_inputs
set_output_delay [expr $clk_period * $clk_io_pct] -clock clk0 [all_outputs]
```
**design/flow/run.sh**
```bash
#!/bin/bash
# OpenROAD 26Q1-2900-gdf79404cd8, Yosys 0.63+post, stock flow scripts
make -C /OpenROAD-flow-scripts/flow DESIGN_CONFIG=/design/flow/config.mk WORK_HOME=/design/flow/orfs finish
```
**design/flow/design.v**
```verilog
`timescale 1ns / 100ps
module fixed_point_divider #(
    IN_WIDTH = 12,
    OUT_WIDTH = 12  
) (
    input clk,
    input rst_n,
    input logic din_valid,
    input  logic signed [ IN_WIDTH-1:0] rs1,
    input  logic signed [ IN_WIDTH-1:0] rs2,
    output logic        [OUT_WIDTH-1:0] rd,
    output logic                        dout_valid
);
  localparam IN_SGNFC_WIDTH = IN_WIDTH - 1;
  localparam OUT_SGNFC_WIDTH = OUT_WIDTH - 1;
  localparam TOTAL_WIDTH = IN_SGNFC_WIDTH + OUT_SGNFC_WIDTH;
  logic [TOTAL_WIDTH - 1:0] dividend[TOTAL_WIDTH - 1:0];
  logic [TOTAL_WIDTH - 1:0] divisor[TOTAL_WIDTH - 1:0];
  logic [TOTAL_WIDTH-1:0] quotient[TOTAL_WIDTH - 1:0];
  logic [TOTAL_WIDTH-1:0] quotient_msk[TOTAL_WIDTH - 1:0];
  logic [TOTAL_WIDTH - 1:0] outsign;
  logic [TOTAL_WIDTH - 1:0] counter;
  genvar num;
  generate
    for (num = 0; num < TOTAL_WIDTH; num++) begin : gen_quotient_mask
      assign quotient_msk[num] = 1 << (TOTAL_WIDTH - 1 - num);
    end
  endgenerate
  always_ff @(posedge clk or negedge rst_n) begin
    if (!rst_n) begin
      dout_valid <= 1'b0;
      rd <= 'bx;
      counter <= 0;
      quotient[0] <= 0;
    end else begin
      begin : IO_assign
        dividend[0] <= (rs1[IN_WIDTH-1] ? -rs1[IN_WIDTH-2:0] : rs1[IN_WIDTH-2:0]) << OUT_SGNFC_WIDTH;
        divisor[0] <= (rs2[IN_WIDTH-1] ? -rs2[IN_WIDTH-2:0] : rs2[IN_WIDTH-2:0]) << OUT_SGNFC_WIDTH;
        outsign[0] <= (rs1[IN_WIDTH-1] != rs2[IN_WIDTH-1]) && |rs2;
        rd <= {outsign[TOTAL_WIDTH-1], quotient[TOTAL_WIDTH-1][TOTAL_WIDTH-1:OUT_SGNFC_WIDTH-1]};
      end
      begin : count_logic
        counter <= {counter[TOTAL_WIDTH-2:0], din_valid};
        dout_valid <= counter[TOTAL_WIDTH-1];
      end
      for (int n = 0; n < TOTAL_WIDTH - 1; n++) begin : pipelined_divide
        if (divisor[n] <= dividend[n]) begin
          dividend[n+1] <= dividend[n] - divisor[n];
          quotient[n+1] <= quotient[n] | quotient_msk[n];
        end else begin
          dividend[n+1] <= dividend[n];
          quotient[n+1] <= quotient[n];
        end
        divisor[n+1] <= divisor[n] >> 1;
        outsign[n+1] <= outsign[n];
      end
    end
  end
endmodule
```
**design/flow/config.mk**
```make
export PLATFORM = sky130hd
export DESIGN_NAME = fixed_point_divider
export DESIGN_NICKNAME = fixed_point_divider
export VERILOG_FILES = /design/flow/design.v
export SDC_FILE = /design/flow/constraint.sdc
export NUM_CORES = 4
export LEC_CHECK = 1
export CORE_UTILIZATION = 30
```
==> results_dict.tcl <==
# implementation run metrics
set metrics [dict create \
    fill_cells 7672 \
    initCoreUtil_pct 30.3 \
    finalClockPeriodUsage_pct 43.8 \
    drv_cap 0 \
    core_mm2 0.0821 \
    tightest_slew_ns 0.754 \
    hold_path_class "flip-flop to flip-flop" \
    drive_above_1_share_pct 7.80 \
    yosysUniqueCellTypes 69 \
    cp.arrival_ns 3.58 \
    post-route-util_pct 34.8 \
    critPathBufInv 0 \
    whs_path_depth 0 \
    h-tree-depth 2 \
    row_count 105 \
    ys_ff 540 \
    synth.cell_area_mm2 0.0249 \
    powerDensity_mw_per_mm2 343 \
    grtUsageTotal_pct 10.6 \
    maxSlewViolCount 0 \
    crit_family "simple AND/OR/NAND/NOR gates" \
    wirelength_mm 41.9 \
    area_growth_pct 14.6 \
    reg2reg_setup_slack_ns 4.16 \
    antennaDiodeCount 0 \
    cts_setup_buffers 0 \
    synth_warnings 5 \
    dp_hpwl_mm 29.5 \
    ir_drop_v 0.000174 \
    worst_path_max_delay_cell "or4b_2" \
    grt_pass1_wl_mm 70.1 \
    hold_buffers 0 \
    die_w_um 290 \
    setup_viol 0 \
    slew_headroom_pct 49.8 \
    drc 0 \
    cts_sinks 540 \
    avgSynthCellArea_um2 13.2 \
    antenna_found_initial 0 \
    finalSetupTns_ns 0 \
    criticalPathCategory "flip-flop to flip-flop" \
    num_io_pins 40 \
    port_buffers 39 \
    ys_seq_share_pct 64.4 \
    clkSlewWorstSetupHoldPaths_ns 0.06 \
    insertion_delay_ns 0.60 \
    cp-end-kind "flip-flop" \
    lay_top_cells "505 x edfxtp_1, 170 x inv_1, 148 x a21oi_1, 145 x nor2_1, 133 x ha_1" \
    required_ns 7.74 \
    setup_slack_ns 4.16 \
    drtIter0Drc 722 \
    die_h_um 290 \
    yosys-stat-cells 1882 \
    numCtsBuffers 55 \
    clock_path_buffers 3 \
    grt-ovfl-total 0 \
    p_leak_uw 0.0106 \
    ys_area_mm2 0.0249 \
    r2r_cells 8 \
    grt_setup_unrepaired "no" \
    synthCells 1882 \
    worstHoldStart "counter[8]$_DFF_PN0_" \
    cts_tree "yes" \
    cts_resized 0 \
    final_antenna_net_count 0 \
    fmax_mhz 309 \
    dr.pass1.iters 7 \
    async_reset_ff_share_pct 6.48 \
    pre_cts_slack_ns 3.72 \
    r2r_end "dividend[9][17]$_DFFE_PP_" \
    critPathMaxFanout 21 \
    cts-root-buf "clkbuf_16" \
    period_needed_ns 3.24 \
    grt_pass1_vias 14200 \
    crit_chain "ha_1 -> nor2b_1 -> o211ai_1 -> a31o_2 -> a21oi_1 -> or3_1 -> or4b_2 -> xnor2_1" \
    lay_top_count "edfxtp_1" \
    synth-main-ff-cell "edfxtp_1" \
    vias_per_cell 4.55 \
    avgRoutedWirePerCell_um 13.6 \
    final_hold_viol_count 0 \
    slowest_delay_ns 0.66 \
    r2r-start "dividend[8][4]$_SDFFCE_PN0P_" \
    tool_warnings 41 \
    grt_max_degree 137 \
    clock_skew_ns 0.0218 \
    die_area_mm2 0.0842 \
    cp-start-kind "flip-flop" \
    min_to "counter[9]$_DFF_PN0_" \
    synth-edff-count 505 \
    status "complete, no violations" \
    vias 14000 \
    gp_congestion 0.898 \
]
[layout make-up]
| cell class | count | area (um2) | area share [%] |
|---|---|---|---|
| clock buffers | 71 | 1480 | 5.17 |
| clock inverters | 32 | 398 | 1.39 |
| inverters | 171 | 642 | 2.25 |
| multi-input cells | 1148 | 8140 | 28.5 |
| flip-flops and latches | 540 | 16000 | 56.2 |
| well taps | 1070 | 1340 | 4.69 |
| repair buffers | 52 | 531 | 1.86 |
[flip-flops by register name, indices dropped and copies added (netlist names)]
signal      cells
rd             12
counter        22
dividend      187
quotient      186
dout_valid      1
divisor       132
[cells in the mapped netlist, drive strengths merged (3+ instances only)]
library cell,number,share of area [%]
fa,11,0.88
edfxtp,505,61
o31a,9,0.32
a21oi,148,3.0
nand2b,27,0.68
clkbuf,21,0.32
a221oi,3,0.11
nor4,15,0.40
or2,7,0.18
o21a,22,0.66
xor2,62,2.2
or4,4,0.15
mux2i,9,0.36
nand4b,3,0.11
a211oi,10,0.30
a211o,4,0.14
mux2,35,1.6
nor2b,15,0.38
o21ai,84,1.7
o31ai,26,0.78
and2,10,0.26
dfrtp,35,3.5
or3,14,0.35
nand3b,7,0.21
a31oi,9,0.23
nor3b,3,0.090
o41ai,3,0.11
or4b,3,0.12
a21o,23,0.69
nand2,94,1.4
xnor2,79,2.8
a31o,6,0.21
o211ai,16,0.50
nor2,145,2.2
and3,3,0.075
a21boi,5,0.15
o2111ai,3,0.13
a41oi,3,0.11
o21bai,4,0.12
ha,133,6.7
inv,171,2.6
nand3,26,0.52
nor3,33,0.73
nand4,17,0.43
[worst max path at each step]
stage,start,slack (ns),cells after the start,endpoint
CTS,dividend[8][4]$_SDFFCE_PN0P_,4.14,8,dividend[9][17]$_DFFE_PP_
global route,dividend[8][4]$_SDFFCE_PN0P_,3.96,8,dividend[9][17]$_DFFE_PP_
finish,dividend[8][4]$_SDFFCE_PN0P_,4.16,8,dividend[9][17]$_DFFE_PP_
[through the flow]
stage / instances / hold WS [ns] / power [uW] / instance area, um2
floorplan: 1882 / 0.331 / 6350 / 24900
global placement: 2981 / 0.333 / 7000 / 26700
detailed placement: 2981 / 0.334 / 7030 / 26700
CTS: 3084 / 0.343 / 9940 / 28600
global route: 3084 / 0.350 / 10500 / 28600
finish: 3084 / 0.344 / 9810 / 28600
[power breakdown]
part	switching (uW)	internal, uW
Sequential	302	4050
Clock	1130	1720
Combinational	1430	1180
Total	2850	6950
[kinds of logic after synthesis]
logic type / after synthesis / share of synthesized area, %
flip-flops: 540 / 64.4
AND-OR/OR-AND: 389 / 9.70
multiplexers: 44 / 1.99
buffers and inverters: 194 / 2.98
XOR/XNOR: 141 / 4.96
adder cells (fa/ha/maj): 144 / 7.56
AND/OR/NAND/NOR: 430 / 8.44
[metal layers]
layer / global-route usage (%) / part of all wire, % / vias to the layer above
met2: 18.6 / 51 / 230
li1: - / - / 7124
met5: 0 / 0 / -
met4: 3.15 / 3.6 / 0
met3: 2.04 / 4.1 / 109
met1: 13.7 / 41 / 6569
No activity file was given, so power comes from the tool's default toggle rates.
