**/design/flow/design.v**
```verilog
`timescale 1ns / 100ps
module adder_tree #(
    parameter INPUT_NUM = 18,
    parameter IN_WIDTH = 12,
    parameter OUT_WIDTH = IN_WIDTH + $clog2(INPUT_NUM),
    parameter MODE = "sobel"
) (
    input logic clk,
    input logic rst_n,
    input logic signed [INPUT_NUM*IN_WIDTH-1 : 0] din,
    output logic signed [OUT_WIDTH-1 : 0] dout
);
  localparam STAGE_NUM = $clog2(INPUT_NUM);
  localparam ADDER_SIZE = 2 ** STAGE_NUM;
  logic signed [OUT_WIDTH-1 : 0] adder_tree_data[STAGE_NUM : 0][ADDER_SIZE-1 : 0];
  always @(posedge clk or negedge rst_n) begin
    if (!rst_n) begin
      for (int stage = 0; stage <= STAGE_NUM; stage = stage + 1) begin
        for (int adder = 0; adder < ADDER_SIZE; adder = adder + 1) begin
          adder_tree_data[stage][adder] <= '0;
        end
      end
    end else begin
      for (int adder = 0; adder < INPUT_NUM; adder = adder + 1) begin
        adder_tree_data[0][adder] <= signed'(din[(adder+1)*IN_WIDTH-1-:IN_WIDTH]);
      end
      for (int stage = 1; stage <= STAGE_NUM; stage = stage + 1) begin : adder_tree_stage
        for (int adder = 0; adder < (ADDER_SIZE >> stage); adder = adder + 1) begin
          adder_tree_data[stage][adder] <= adder_tree_data[stage-1][adder*2] + adder_tree_data[stage-1][adder*2+1];
        end
      end
    end
  end
  if (MODE == "sobel") begin   
    assign dout = (adder_tree_data[STAGE_NUM][0] >= 0) ? adder_tree_data[STAGE_NUM][0] : -adder_tree_data[STAGE_NUM][0];
  end else if (MODE == "hessian") begin   
    assign dout = adder_tree_data[STAGE_NUM][0] >>> 15;
  end else begin   
    assign dout = adder_tree_data[STAGE_NUM][0];
  end
endmodule
```
**/design/flow/run.sh**
```bash
#!/bin/bash
# OpenROAD 26Q1-2900-gdf79404cd8, Yosys 0.63+post, stock flow scripts
make -C /OpenROAD-flow-scripts/flow DESIGN_CONFIG=/design/flow/config.mk WORK_HOME=/design/flow/orfs finish
```
**/design/flow/config.mk**
```make
export PLATFORM = sky130hd
export DESIGN_NAME = adder_tree
export DESIGN_NICKNAME = adder_tree
export VERILOG_FILES = /design/flow/design.v
export SDC_FILE = /design/flow/constraint.sdc
export NUM_CORES = 4
export LEC_CHECK = 1
export CORE_UTILIZATION = 40
```
**/design/flow/constraint.sdc**
```tcl
current_design adder_tree

set clk_period 7.3
set clk_io_pct 0.2

create_clock -name clk0 -period $clk_period [get_ports {clk}]

set non_clock_inputs [all_inputs -no_clocks]
set_input_delay [expr $clk_period * $clk_io_pct] -clock clk0 $non_clock_inputs
set_output_delay [expr $clk_period * $clk_io_pct] -clock clk0 [all_outputs]
```
==> impl_metrics.xml <==
<?xml version="1.0" encoding="UTF-8"?>
<metrics>
  <group name="setup_path">
    <metric name="path_cells" unit="">nor4_2 &gt; inv_1 &gt; or3_4 &gt; or3_4 &gt; o21ai_0 &gt; xnor2_1 &gt; clkdlybuf4s50_1</metric>
    <metric name="timing.reg2reg.worst_path_depth" unit="">8</metric>
    <metric name="crit_path_max_incr_delay" unit="ns">0.48</metric>
    <metric name="path_class" unit="">flop to output pin</metric>
    <metric name="cp-end-kind" unit="">output pin</metric>
    <metric name="ff2ff_setup_slack" unit="ns">4.38</metric>
    <metric name="cp.arrival" unit="ns">2.94</metric>
    <metric name="critical_path.reg2reg.startpoint" unit="">adder_tree_data[158][0]$_DFF_PN0_</metric>
    <metric name="timing.critical_path.mode_cell" unit="">or3_4</metric>
    <metric name="path_max_fanout" unit="">4</metric>
    <metric name="reg2reg_to" unit="">adder_tree_data[127][12]$_DFF_PN0_</metric>
    <metric name="cp_data_required_time" unit="ns">5.84</metric>
    <metric name="setup.worst_path.end" unit="">dout[13]</metric>
    <metric name="setup.worst_path.start" unit="">adder_tree_data[31][8]$_DFF_PN0_</metric>
    <metric name="critical-path-slowest-cell" unit="">clkdlybuf4s50_1</metric>
    <metric name="cp-start-kind" unit="">flop</metric>
  </group>
  <group name="timing">
    <metric name="unrepaired_setup_endpoints_after_global_routing" unit="">false</metric>
    <metric name="max_slew_margin" unit="">0.4048</metric>
    <metric name="finalSetupViolations" unit="">0</metric>
    <metric name="min_period_over_period" unit="">0.6024</metric>
    <metric name="timing_hold_violations_final" unit="">0</metric>
    <metric name="finalSetupTns" unit="ns">0</metric>
    <metric name="finClkSkew" unit="ns">0.02002</metric>
    <metric name="tightest_slew" unit="ns">0.8702</metric>
    <metric name="final_max_slew_viol_count" unit="">0</metric>
    <metric name="max_clock_freq" unit="MHz">227.4</metric>
    <metric name="final.min_clock_period" unit="ns">4.397</metric>
  </group>
  <group name="synthesis">
    <metric name="ys_seq_share" unit="">0.5622</metric>
    <metric name="instance_tally_after_logic_synthesis" unit="">1836</metric>
    <metric name="netlist-cell-type-count" unit="">53</metric>
    <metric name="enable_flop_cells" unit="">0</metric>
    <metric name="ys.flops" unit="">508</metric>
    <metric name="syn-mean-instance-area" unit="um^2">12.32</metric>
    <metric name="synthesis.yosys.warnings" unit="">2</metric>
    <metric name="yosys_area" unit="um^2">22610</metric>
    <metric name="netlist_area" unit="um^2">22610</metric>
    <metric name="share_of_synthesized_registers_carrying_an_async_set_or_reset" unit="">1.000</metric>
    <metric name="synth_stat.cells" unit="">1836</metric>
    <metric name="commonest_flop" unit="">dfrtp_1</metric>
  </group>
  <group name="floorplanning">
    <metric name="pin_count" unit="">235</metric>
    <metric name="row_count" unit="">86</metric>
    <metric name="die_width" unit="um">239.8</metric>
    <metric name="floorplan.core_area" unit="um^2">55520</metric>
    <metric name="core_util_floorplan" unit="">0.4072</metric>
    <metric name="die_area" unit="um^2">57480</metric>
    <metric name="die_height" unit="um">239.8</metric>
  </group>
  <group name="cts">
    <metric name="postCtsResizedCells" unit="">0</metric>
    <metric name="holdBufCountCts" unit="">0</metric>
    <metric name="worst_setup_hold_path_clk_slew" unit="ns">0.06</metric>
    <metric name="cts_htree_levels" unit="">2</metric>
    <metric name="post-cts-setup-buffer-count" unit="">0</metric>
    <metric name="clk_root_buffer_cell" unit="">clkbuf_16</metric>
    <metric name="tritoncts.num_buffers" unit="">55</metric>
    <metric name="clkSinkCount" unit="">508</metric>
    <metric name="tritoncts" unit="">done</metric>
    <metric name="clkLatencyLatePin" unit="ns">0.60</metric>
    <metric name="max-clock-path-buffers" unit="">3</metric>
  </group>
  <group name="detailed_routing">
    <metric name="drc" unit="">0</metric>
    <metric name="drt_iter0_drc" unit="">482</metric>
    <metric name="drtPass1Iterations" unit="">5</metric>
    <metric name="drt-vias-per-instance" unit="">4.837</metric>
    <metric name="wire_per_inst" unit="um">14.31</metric>
    <metric name="detailroute.via_count" unit="">14134</metric>
    <metric name="insertedDiodeCount" unit="">0</metric>
    <metric name="route.final.wire_length" unit="mm">41.81</metric>
    <metric name="route.antenna.remaining_nets" unit="">0</metric>
  </group>
  <group name="global_routing">
    <metric name="via_count_of_the_first_global_routing_pass" unit="">14419</metric>
    <metric name="pin_count_of_the_biggest_net_entering_global_routing" unit="">132</metric>
    <metric name="grt_first_pass_wirelength" unit="mm">70.34</metric>
    <metric name="grt_antenna_before_repair" unit="">0</metric>
    <metric name="total_global_route_track_usage" unit="">0.1579</metric>
    <metric name="global_route.overflow_total" unit="">0</metric>
  </group>
  <group name="placement">
    <metric name="dpl.hpwl" unit="mm">31.51</metric>
    <metric name="place_congestion" unit="">0.8725</metric>
    <metric name="placedInstanceArea" unit="um^2">25930</metric>
    <metric name="numPortBuffers" unit="">234</metric>
  </group>
  <group name="pwr">
    <metric name="power.density" unit="nW/um^2">387.4</metric>
    <metric name="total_switching_power" unit="uW">3564</metric>
    <metric name="power_frac_comb" unit="">0.377</metric>
    <metric name="power.share.switching" unit="">0.3293</metric>
    <metric name="leakagePower" unit="uW">0.01250</metric>
    <metric name="max-vdd-ir-drop" unit="V">0.0001915</metric>
    <metric name="cellInternalPower" unit="uW">7258</metric>
    <metric name="power.share.clock" unit="">0.273</metric>
    <metric name="power.share.sequential" unit="">0.351</metric>
  </group>
  <group name="job">
    <metric name="maxCapViolations" unit="">0</metric>
    <metric name="stage_log_warnings" unit="">29</metric>
  </group>
  <group name="finish">
    <metric name="finalInstanceArea" unit="um^2">27930</metric>
    <metric name="flip_flop_count_of_the_largest_register_after_layout" unit="">508</metric>
    <metric name="layout.filler_cells" unit="">4782</metric>
    <metric name="final_layout_size_suffix_gt1_frac" unit="">0.06256</metric>
    <metric name="regMostFlops" unit="">adder_tree_data</metric>
    <metric name="biggestRegsByFlops" unit="">adder_tree_data (508)</metric>
    <metric name="area_delta_synth_final" unit="%">23.53</metric>
  </group>
  <group name="hold_path">
    <metric name="hold_path.startpoint" unit="">adder_tree_data[151][7]$_DFF_PN0_</metric>
    <metric name="hold_path.class" unit="">flop to flop</metric>
  </group>
  <group name="outcome">
    <metric name="result_of_the_run" unit="">complete, no violations</metric>
  </group>
</metrics>
power by group through the flow:
stage	sequential, uW	combinational (uW)	clock (uW)
CTS	3810	4140	3060
global route	3860	4630	3170
finish	3800	4080	2950
Yosys cell counts, drive strengths merged, types with 3 or more instances:
| master | number | area (um^2) |
|---|---|---|
| o41ai | 3 | 45.05 |
| nand2 | 60 | 225.2 |
| a2111oi | 5 | 43.79 |
| a21oi | 135 | 675.7 |
| nand4 | 12 | 75.07 |
| nor3 | 30 | 150.1 |
| nor2 | 124 | 465.5 |
| clkbuf | 4 | 15.01 |
| a31o | 12 | 105.1 |
| o31ai | 11 | 96.34 |
| and3 | 8 | 50.05 |
| a211oi | 31 | 232.7 |
| and2 | 5 | 31.28 |
| o211ai | 7 | 52.55 |
| nor2b | 18 | 112.6 |
| o21a | 29 | 217.7 |
| nand2b | 32 | 200.2 |
| o22ai | 9 | 56.30 |
| nand3 | 37 | 185.2 |
| a211o | 3 | 26.28 |
| inv | 45 | 168.9 |
| o21bai | 36 | 270.3 |
| dfrtp | 508 | 12710 |
| nor4 | 11 | 75.07 |
| o2111ai | 9 | 78.83 |
| fa | 17 | 340.3 |
| o21ai | 104 | 520.5 |
| a31oi | 10 | 62.56 |
| or2 | 10 | 62.56 |
| xor2 | 56 | 490.5 |
| a21o | 71 | 533.0 |
| ha | 225 | 2815 |
| xnor2 | 138 | 1209 |
worst min path at each step:
stage	endpoint	slack, ns	cells past startpoint
CTS	adder_tree_data[123][7]$_DFF_PN0_	0.34	0
global route	adder_tree_data[123][7]$_DFF_PN0_	0.35	0
finish	adder_tree_data[123][7]$_DFF_PN0_	0.34	0
worst max-delay path: cells and delay by family, from the launching register on:
kind,cells,cell delay [ns]
xor+xnor,1,0.15
flops,1,0.40
simple gates,3,0.99
buf+inv,2,0.57
compound gates,1,0.23
through the flow:
stage	total power (uW)	hold slack (ns)	worst slack [ns]	utilization	instances
floorplan	6765	0.3312	4.096	-	1836
global placement	7943	0.3340	3.525	0.4671	2819
detailed placement	7953	0.3347	3.502	0.4671	2819
CTS	11010	0.3447	2.848	0.5031	2922
global route	11670	0.3506	2.768	0.5031	2922
finish	10820	0.3426	2.903	0.5031	2922
routing by layer:
layer	global-route usage	wire [um]
met1	0.2523	19890
met5	0	0
met4	0.02914	894
met3	0.02656	1821
met2	0.2386	19210
logic make-up after synthesis:
kind of cell,count (synthesis),synth area share
AOI/OAI and AO/OA,485,0.1385
muxes,2,0.0008854
buffers and inverters,51,0.008632
and+or+nand+nor,354,0.07509
adders and majority gates,242,0.1396
xor gates and xnor gates,194,0.07515
DFF,508,0.5622
layout by cell type, fill, tap and decap left out, types with 7 or more instances in the layout:
cell	count
a21o_1	71
or2_2	10
nor2b_1	18
and3_1	8
a31oi_1	10
a21oi_1	135
o22ai_1	9
nand3_1	37
clkbuf_8	11
xnor2_1	138
clkdlybuf4s50_1	233
o21ai_0	104
a31o_2	12
a211oi_1	31
nand2b_1	32
nor3_1	30
nand4_1	12
nor4_1	10
clkbuf_16	56
ha_1	225
o21bai_1	36
dfrtp_1	508
nor2_1	124
clkinv_2	8
inv_1	45
o211ai_1	7
o2111ai_1	9
o21a_1	29
xor2_1	56
fa_1	17
bufinv_16	9
o31ai_1	10
nand2_1	60
cell type report:
class / instances / area [um^2] / area share
inverters: 45 / 168.9 / 0.006047
clock inverters: 30 / 424.2 / 0.01519
well taps: 748 / 935.9 / 0.03351
repair buffers: 241 / 2412 / 0.08636
multi-input cells: 1277 / 9703 / 0.3474
flip-flops and latches: 508 / 12710 / 0.4551
clock buffers: 73 / 1575 / 0.05640
Power and IR drop assume default switching activity.
